[flow/design.v]
module convolution_core_timemultiplex #(
    parameter CONV_CORE_DEPTH = 32,
    parameter DATA_BITWIDTH = 16,
    parameter OUTPUT_SHIFT_BITS = 4
) (
    input clk,
    input rstn,
    input                     data_in_enable,
    input [DATA_BITWIDTH-1:0] data_in,
    output                         data_pp_out_enable,
    output     [DATA_BITWIDTH-1:0] data_pp_out,
    output reg                     data_res_out_enable,
    output reg [DATA_BITWIDTH-1:0] data_res_out,
    input             p_sel,
    input      [ 3:0] p_strb,
    input      [31:0] p_addr,
    input      [31:0] p_wdata,
    input             p_ce,
    input             p_we,
    output reg        p_rdy,
    output reg [31:0] p_rdata
);
  localparam CONF_BUF_LENGTH = CONV_CORE_DEPTH;
  localparam STATE_BUF_LENGTH = 8;
  reg  [31:0] conf_buf    [ 0:CONF_BUF_LENGTH - 1];
  wire [31:0] state_buf   [0:STATE_BUF_LENGTH - 1];
  reg  [31:0] conf_buf_ci;
  reg  [ 7:0] apb_state;
  localparam APB_RESET = 8'h00;
  localparam APB_IDEL = 8'h01;
  localparam APB_WRITE = 8'h02;
  localparam APB_READ = 8'h03;
  always @(posedge clk) begin
    if (!rstn) begin
      conf_buf_ci <= 32'h0;
      p_rdy       <= 1'b0;
      p_rdata     <= 32'h0;
      apb_state   <= APB_RESET;
    end else begin
      case (apb_state)
        APB_RESET: begin
          conf_buf[conf_buf_ci] <= 32'h0;
          if (conf_buf_ci < CONF_BUF_LENGTH - 1) begin
            conf_buf_ci <= conf_buf_ci + 1;
            apb_state   <= APB_RESET;
          end else begin
            conf_buf_ci <= 32'h0;
            apb_state   <= APB_IDEL;
          end
          p_rdy   <= 1'b0;
          p_rdata <= 32'h0;
        end
        APB_IDEL: begin
          conf_buf_ci <= 32'h0;
          p_rdy       <= 1'b0;
          p_rdata     <= 32'h0;
          if (p_sel) begin
            if (p_we) begin
              apb_state <= APB_WRITE;
            end else begin
              apb_state <= APB_READ;
            end
          end else begin
            apb_state <= APB_IDEL;
          end
        end
        APB_WRITE: begin
          conf_buf_ci <= 32'h0;
          if (p_ce) begin
            p_rdy            <= 1'b1;
            conf_buf[p_addr] <= p_wdata;
            apb_state        <= APB_IDEL;
          end else begin
            p_rdy <= 1'b0;
            if (p_addr < CONF_BUF_LENGTH) begin
              conf_buf[p_addr] <= conf_buf[p_addr];
            end
            apb_state <= APB_WRITE;
          end
          p_rdata <= 32'h0;
        end
        APB_READ: begin
          conf_buf_ci <= 32'h0;
          if (p_ce) begin
            p_rdy     <= 1'b1;
            p_rdata   <= (p_addr < CONF_BUF_LENGTH) ? conf_buf[p_addr] : state_buf[p_addr];
            apb_state <= APB_IDEL;
          end else begin
            p_rdy     <= 1'b0;
            p_rdata   <= 32'h0;
            apb_state <= APB_READ;
          end
        end
        default: begin
          conf_buf_ci <= 32'h0;
          p_rdy       <= 1'b0;
          p_rdata     <= 32'h0;
          apb_state   <= APB_RESET;
        end
      endcase
    end
  end
  genvar gen_i;
  genvar gen_j;
  genvar gen_k;
  reg [DATA_BITWIDTH-1:0] conv_pipeline[0:CONV_CORE_DEPTH - 1];
  generate
    for (gen_i = 1; gen_i < CONV_CORE_DEPTH; gen_i = gen_i + 1) begin : g_conv_pipeline
      always @(posedge clk) begin
        if (!rstn) begin
          conv_pipeline[gen_i] <= {DATA_BITWIDTH{1'b0}};
        end else begin
          if (data_in_enable) begin
            conv_pipeline[gen_i] <= conv_pipeline[gen_i-1];
          end else begin
            conv_pipeline[gen_i] <= conv_pipeline[gen_i];
          end
        end
      end
    end
  endgenerate
  always @(posedge clk) begin
    if (!rstn) begin
      conv_pipeline[0] <= {DATA_BITWIDTH{1'b0}};
    end else begin
      if (data_in_enable) begin
        conv_pipeline[0] <= data_in;
      end else begin
        conv_pipeline[0] <= conv_pipeline[0];
      end
    end
  end
  assign data_pp_out = conv_pipeline[CONV_CORE_DEPTH-1];
  reg [CONV_CORE_DEPTH - 1:0] data_pp_out_enable_buf;
  generate
    for (gen_i = 1; gen_i < CONV_CORE_DEPTH; gen_i = gen_i + 1) begin : g_data_pp_out_enable_buf
      always @(posedge clk) begin
        if (!rstn) begin
          data_pp_out_enable_buf[gen_i] <= 1'b0;
        end else begin
          data_pp_out_enable_buf[gen_i] <= data_pp_out_enable_buf[gen_i-1];
        end
      end
    end
  endgenerate
  always @(posedge clk) begin
    if (!rstn) begin
      data_pp_out_enable_buf[0] <= 1'b0;
    end else begin
      data_pp_out_enable_buf[0] <= data_in_enable;
    end
  end
  assign data_pp_out_enable = data_pp_out_enable_buf[CONV_CORE_DEPTH-1];
  reg [$clog2(CONV_CORE_DEPTH)-1:0] mul_op_index;
  always @(posedge clk) begin
    if (!rstn) begin
      mul_op_index <= {$clog2(CONV_CORE_DEPTH) {1'b0}};
    end else begin
      if (data_in_enable) begin
        mul_op_index <= {$clog2(CONV_CORE_DEPTH) {1'b0}};
      end else begin
        if (mul_op_index != {$clog2(CONV_CORE_DEPTH) {1'b1}}) begin
          mul_op_index <= mul_op_index + 1;
        end else begin
          mul_op_index <= mul_op_index;
        end
      end
    end
  end
  wire [               31:0] conv_arg = conf_buf[mul_op_index];
  wire [2*DATA_BITWIDTH-1:0] mul_res;
  multiplier_unsigned #(
      .BITWIDTH_INPUT(DATA_BITWIDTH)
  ) multiplier_unsigned_inst (
      .clk (clk),
      .rstn(rstn),
      .a(conv_pipeline[mul_op_index]),
      .b(conv_arg[DATA_BITWIDTH-1:0]),
      .q(mul_res)
  );
  reg [31:0] delay_cnt;
  always @(posedge clk) begin
    if (!rstn) begin
      delay_cnt <= {32{1'b0}};
    end else begin
      if (data_in_enable) begin
        delay_cnt <= {32{1'b0}};
      end else begin
        if (delay_cnt < $clog2(DATA_BITWIDTH) * 2 - 1) begin
          delay_cnt <= delay_cnt + 1;
        end else begin
          delay_cnt <= delay_cnt;
        end
      end
    end
  end
  reg [$clog2(CONV_CORE_DEPTH)-1:0] adder_cnt;
  reg [        2*DATA_BITWIDTH-1:0] adder_bufs_0;
  always @(posedge clk) begin
    if (!rstn) begin
      adder_cnt    <= {$clog2(CONV_CORE_DEPTH) {1'b0}};
      adder_bufs_0 <= {(2 * DATA_BITWIDTH) {1'b0}};
    end else begin
      if (delay_cnt < $clog2(DATA_BITWIDTH) * 2 - 1) begin
        adder_cnt    <= {$clog2(CONV_CORE_DEPTH) {1'b0}};
        adder_bufs_0 <= {(2 * DATA_BITWIDTH) {1'b0}};
      end else begin
        if (adder_cnt != CONV_CORE_DEPTH - 1) begin
          adder_cnt    <= adder_cnt + 1;
          adder_bufs_0 <= adder_bufs_0 + mul_res;
        end else begin
          adder_cnt    <= adder_cnt;
          adder_bufs_0 <= adder_bufs_0;
        end
      end
    end
  end
  reg [$clog2(CONV_CORE_DEPTH)-1:0] adder_cnt_buf[0:1];
  always @(posedge clk) begin
    if (!rstn) begin
      adder_cnt_buf[0] <= 1'b0;
      adder_cnt_buf[1] <= 1'b0;
    end else begin
      adder_cnt_buf[0] <= adder_cnt;
      adder_cnt_buf[1] <= adder_cnt_buf[0];
    end
  end
  wire [2*DATA_BITWIDTH-1:0] adder_bufs_1 = adder_bufs_0 + mul_res;
  always @(posedge clk) begin
    if (!rstn) begin
      data_res_out_enable <= 1'b0;
      data_res_out        <= {DATA_BITWIDTH{1'b0}};
    end else begin
      if ((adder_cnt_buf[0] == CONV_CORE_DEPTH - 1) && (adder_cnt_buf[1] != CONV_CORE_DEPTH - 1)) begin
        data_res_out_enable <= 1'b1;
        data_res_out        <= adder_bufs_1[DATA_BITWIDTH-1+OUTPUT_SHIFT_BITS:OUTPUT_SHIFT_BITS];
      end else begin
        data_res_out_enable <= 1'b0;
        data_res_out        <= {DATA_BITWIDTH{1'b0}};
      end
    end
  end
endmodule   
module multiplier_unsigned #(
    parameter BITWIDTH_INPUT = 4
) (
    input clk,
    input rstn,
    input  [      BITWIDTH_INPUT - 1:0] a,
    input  [      BITWIDTH_INPUT - 1:0] b,
    output [(BITWIDTH_INPUT * 2) - 1:0] q
);
  generate
    if (BITWIDTH_INPUT > 2) begin : g_normal_mul
      reg [(BITWIDTH_INPUT * 2) - 1:0] q_buf;
      assign q = q_buf;
      wire [(BITWIDTH_INPUT / 2) - 1:0] a_h;
      wire [(BITWIDTH_INPUT / 2) - 1:0] a_l;
      wire [(BITWIDTH_INPUT / 2) - 1:0] b_h;
      wire [(BITWIDTH_INPUT / 2) - 1:0] b_l;
      assign a_h = a[BITWIDTH_INPUT-1:(BITWIDTH_INPUT/2)];
      assign a_l = a[(BITWIDTH_INPUT/2)-1:0];
      assign b_h = b[BITWIDTH_INPUT-1:(BITWIDTH_INPUT/2)];
      assign b_l = b[(BITWIDTH_INPUT/2)-1:0];
      wire [BITWIDTH_INPUT-1:0] q_bl_hh;
      multiplier_unsigned #(
          .BITWIDTH_INPUT(BITWIDTH_INPUT / 2)
      ) multiplier_unsigned_hh_inst (
          .clk (clk),
          .rstn(rstn),
          .a(a_h),
          .b(b_h),
          .q(q_bl_hh)
      );
      wire [BITWIDTH_INPUT-1:0] q_bl_hl;
      multiplier_unsigned #(
          .BITWIDTH_INPUT(BITWIDTH_INPUT / 2)
      ) multiplier_unsigned_hl_inst (
          .clk (clk),
          .rstn(rstn),
          .a(a_h),
          .b(b_l),
          .q(q_bl_hl)
      );
      wire [BITWIDTH_INPUT-1:0] q_bl_lh;
      multiplier_unsigned #(
          .BITWIDTH_INPUT(BITWIDTH_INPUT / 2)
      ) multiplier_unsigned_lh_inst (
          .clk (clk),
          .rstn(rstn),
          .a(a_l),
          .b(b_h),
          .q(q_bl_lh)
      );
      wire [BITWIDTH_INPUT-1:0] q_bl_ll;
      multiplier_unsigned #(
          .BITWIDTH_INPUT(BITWIDTH_INPUT / 2)
      ) multiplier_unsigned_ll_inst (
          .clk (clk),
          .rstn(rstn),
          .a(a_l),
          .b(b_l),
          .q(q_bl_ll)
      );
      reg [(BITWIDTH_INPUT * 2) - 1:0] q_buf_0;
      always @(posedge clk) begin
        if (!rstn) begin
          q_buf_0 <= {(2 * BITWIDTH_INPUT) {1'b0}};
        end else begin
          q_buf_0 <= {q_bl_hh, {(BITWIDTH_INPUT) {1'b0}}} + {q_bl_hl, {(BITWIDTH_INPUT / 2) {1'b0}}};
        end
      end
      reg [(BITWIDTH_INPUT * 2) - 1:0] q_buf_1;
      always @(posedge clk) begin
        if (!rstn) begin
          q_buf_1 <= {(2 * BITWIDTH_INPUT) {1'b0}};
        end else begin
          q_buf_1 <= {q_bl_lh, {(BITWIDTH_INPUT / 2) {1'b0}}} + q_bl_ll;
        end
      end
      always @(posedge clk) begin
        if (!rstn) begin
          q_buf <= {(2 * BITWIDTH_INPUT) {1'b0}};
        end else begin
          q_buf <= q_buf_0 + q_buf_1;
        end
      end
    end else begin : g_b2_mul
      multiplier_unsigned_b2 multiplier_unsigned_b2_inst (
          .clk (clk),
          .rstn(rstn),
          .a(a),
          .b(b),
          .q(q)
      );
    end
  endgenerate
endmodule
module multiplier_unsigned_b2 (
    input clk,
    input rstn,
    input      [1:0] a,
    input      [1:0] b,
    output reg [3:0] q
);
  wire [4:0] res_rom[0:15];
  assign res_rom[4'b0000] = 4'b0000;
  assign res_rom[4'b0001] = 4'b0000;
  assign res_rom[4'b0010] = 4'b0000;
  assign res_rom[4'b0011] = 4'b0000;
  assign res_rom[4'b0100] = 4'b0000;
  assign res_rom[4'b0101] = 4'b0001;
  assign res_rom[4'b0110] = 4'b0010;
  assign res_rom[4'b0111] = 4'b0011;
  assign res_rom[4'b1000] = 4'b0000;
  assign res_rom[4'b1001] = 4'b0010;
  assign res_rom[4'b1010] = 4'b0100;
  assign res_rom[4'b1011] = 4'b0110;
  assign res_rom[4'b1100] = 4'b0000;
  assign res_rom[4'b1101] = 4'b0011;
  assign res_rom[4'b1110] = 4'b0110;
  assign res_rom[4'b1111] = 4'b1001;
  always @(posedge clk) begin
    if (!rstn) begin
      q <= 4'b0;
    end else begin
      q <= res_rom[{a, b}];
    end
  end
endmodule
[flow/run.sh]
#!/bin/bash
# OpenROAD 26Q1-2900-gdf79404cd8, Yosys 0.63+post, stock flow scripts
make -C /OpenROAD-flow-scripts/flow DESIGN_CONFIG=/design/flow/config.mk WORK_HOME=/design/flow/orfs finish
[flow/config.mk]
export PLATFORM = sky130hd
export DESIGN_NAME = convolution_core_timemultiplex
export DESIGN_NICKNAME = convolution_core_timemultiplex
export VERILOG_FILES = /design/flow/design.v
export SDC_FILE = /design/flow/constraint.sdc
export NUM_CORES = 4
export LEC_CHECK = 1
export CORE_UTILIZATION = 30
export SYNTH_HDL_FRONTEND = slang
[flow/constraint.sdc]
current_design convolution_core_timemultiplex

set clk_period 21.9
set clk_io_pct 0.2

create_clock -name clk0 -period $clk_period [get_ports {clk}]

set non_clock_inputs [all_inputs -no_clocks]
set_input_delay [expr $clk_period * $clk_io_pct] -clock clk0 $non_clock_inputs
set_output_delay [expr $clk_period * $clk_io_pct] -clock clk0 [all_outputs]
==> Changelog: implementation <==
### Implementation results

- Leakage dissipation: 40.1 nW
- Worst setup path startpoint: p_addr[1]
- Number of buffer cells added on primary ports: 152
- Routed wire length: 238000 um
- Share of the core filled with cells in the final layout: 0.349
- GRT Total Usage: 0.155
- HPWL Detailed: 143000 um
- Most numerous logic cell after layout: sky130_fd_sc_hd__edfxtp_1
- Transition time of the tightest slew-check pin: 0.928 ns
- Critical path data arrival time: 8.72 ns
- Final Hold Viols: 0
- Chip Height: 568 um
- Tally of yosys warning messages: 256
- Count of library flops with an enable pin: 1536
- # setup viols final: 0
- Pin count of the biggest net entering global routing: 106
- Internal power component: 7.41 mW
- Part of the total power dissipated in the clock network: 0.441
- Pwr dens: 85.0 mW/mm^2
- Flop pwr share: 0.507
- Antenna violations before repair: 7
- Tool Warnings: 40
- CP required: 22.48 ns
- Clock Tree Root: sky130_fd_sc_hd__clkbuf_16
- Combinational share of power: 0.051
- Instance count along the most critical hold path: 1
- ANT nets after route: 0
- Pre-CTS setup slack: 12.86 ns
- Maximum ir drop on the vdd rail: 0.0000688 V
- Clk sinks: 2320
- Post-cts repair resize count: 0
- Total congestion overflow after global routing: 0
- Core Footprint: 0.318 mm^2
- Max-Cap Viols: 0
- Worst Setup Start Kind: primary input
- Max Root-Sink Buffers: 4
- Async set-reset flop share out of synthesis: 0
- Category of the critical setup timing path: primary input to flip-flop
- Clock slew seen by the registers of the worst setup and hold paths: 0.06 ns
- Share of layout cells above drive strength 1: 0.170
- Post-synthesis sequential element count: 2320
- Via count of the first global-routing pass: 57400
- Worst Path Max Fanout: 55
- Placement row count: 207
- Global-route wire length before repair: 358000 um
- Horizontal extent of the die: 568 um
- Setup repair after global routing missed its margin: no
- Hold Buf Count CTS: 0
- Worst slack on hold paths: 0.403 ns
- Number of distinct standard cells referenced by the synthesized netlist: 70
- Routed WL per cell: 21.8 um
- Mean Syn Cell Area: 15.2 um^2
- H-tree level count: 4
- Floorplan core density: 0.302
- Chip Footprint: 0.323 mm^2
- Netlist area before placement: 0.0962 mm^2
- Boundary pin count: 157
- Number of violations reported at the end of detailed-routing iteration 0: 3649
- Fmax achieved: 123 MHz
- Outcome: complete, no violations
- Sequential cell area fraction in the yosys report: 0.643
- Relative slew margins: 0.380
- Syn Inst Count: 6321
- Sum Neg Setup Slack: 0 ns
- Total cell area reported by yosys after synthesis: 0.0962 mm^2
- Sw frac: 0.215
- CTS tree: built
- Max-slew violation count: 0
- Min cycle time layout: 8.14 ns
- Total number of vias: 53400
- Number of search-and-repair iterations in the first detailed-routing pass: 5
- Post-route DRC violation count: 0
- Dominant register cell: sky130_fd_sc_hd__edfxtp_1
- Net Sw Power: 2.03 mW
- Num CTS Buffers: 242
- Clk ins delay skew pair: 0.95 ns
- Critical path capture point type: flip-flop
- Placer congestion estimate: 0.864
- Setup Skew: 0.127 ns
- Cell total in the yosys stat output: 6321
- R2r worst-path depth: 9
- Most numerous logic cells after layout: 1536 x sky130_fd_sc_hd__edfxtp_1, 780 x sky130_fd_sc_hd__dfxtp_1, 524 x sky130_fd_sc_hd__and3_1, 499 x sky130_fd_sc_hd__mux4_2, 394 x sky130_fd_sc_hd__nor2_1
- Final Worst Setup Slack: 13.76 ns
- Number of buffers inserted to repair setup after CTS: 0
- DR vias/cell: 4.91
- Path type of the worst min-delay path: flip-flop to flip-flop
- Post-synthesis to final-layout area growth: 15.5%
- Share of the clock period used by the worst path after layout: 0.372
final timing paths:
| path | slack, ns | to |
|---|---|---|
| max | 13.76 | conf_buf[1][0]$_DFFE_PP_ |
| min | 0.40 | flip-flop |
| max reg2reg | 16.73 | flip-flop |
| min reg2reg | 0.40 | flip-flop |
worst max-delay path, cell delays in order:
cell and delay [ns]:
sky130_fd_sc_hd__buf_8 0.40, sky130_fd_sc_hd__buf_4 0.54, sky130_fd_sc_hd__buf_4 0.72, sky130_fd_sc_hd__buf_4 0.78, sky130_fd_sc_hd__mux4_2 0.42, sky130_fd_sc_hd__mux4_2 0.46
sky130_fd_sc_hd__mux2i_1 0.60, sky130_fd_sc_hd__o21ai_1 0.11, sky130_fd_sc_hd__buf_4 0.25
Yosys cell counts (20+ instances only):
master,count,area share
sky130_fd_sc_hd__edfxtp_1,1536,0.48
sky130_fd_sc_hd__dfxtp_1,784,0.16
sky130_fd_sc_hd__and3_1,525,0.034
sky130_fd_sc_hd__mux4_2,499,0.12
sky130_fd_sc_hd__nor2_1,432,0.017
sky130_fd_sc_hd__mux2i_1,333,0.035
sky130_fd_sc_hd__and2_1,278,0.018
sky130_fd_sc_hd__clkbuf_1,277,0.011
sky130_fd_sc_hd__ha_1,197,0.026
sky130_fd_sc_hd__inv_1,175,0.0068
sky130_fd_sc_hd__nand2_1,125,0.0049
sky130_fd_sc_hd__a22oi_1,111,0.0087
sky130_fd_sc_hd__a21oi_1,107,0.0056
sky130_fd_sc_hd__nor2b_1,100,0.0065
sky130_fd_sc_hd__xor2_1,93,0.0085
sky130_fd_sc_hd__nand3_1,80,0.0042
sky130_fd_sc_hd__o21ai_0,74,0.0039
sky130_fd_sc_hd__xnor2_1,74,0.0067
sky130_fd_sc_hd__buf_2,64,0.0033
sky130_fd_sc_hd__a32o_1,49,0.0051
sky130_fd_sc_hd__nor3_1,47,0.0024
sky130_fd_sc_hd__a21o_1,45,0.0035
sky130_fd_sc_hd__fa_1,43,0.0090
sky130_fd_sc_hd__buf_1,32,0.0012
sky130_fd_sc_hd__nand2b_1,29,0.0019
sky130_fd_sc_hd__nor4_1,20,0.0013
final cells by class:
type | instances | area [um^2]
antenna | 2 | 5.00
clock buffer | 321 | 6760
clock inverter | 120 | 1340
fill | 29500 | 207000
inverter | 176 | 673
multi-input combinational | 3444 | 32300
sequential | 2320 | 61800
tap | 4180 | 5230
timing repair buffer | 330 | 2910
layer usage:
layer / GRT usage / vias to the layer above / share of wire
met5: 0.00669 / - / 0.0011
met3: 0.111 / 428 / 0.16
met4: 0.0407 / 14 / 0.031
li1: - / 24300 / -
met2: 0.230 / 2695 / 0.45
met1: 0.183 / 26000 / 0.36
cells by family (layout without fill, tap and decap cells):
| kind of cell | after synthesis | in the layout | share of synthesized area |
|---|---|---|---|
| multiplexers | 842 | 842 | 0.153 |
| AND-OR/OR-AND | 482 | 482 | 0.0347 |
| other | 1 | 28 | 0.0000390 |
| buffers and inverters | 582 | 947 | 0.0255 |
| flip-flops | 2320 | 2320 | 0.643 |
| adder cells (fa/ha/maj) | 240 | 240 | 0.0346 |
| XOR/XNOR | 168 | 168 | 0.0155 |
| AND/OR/NAND/NOR | 1686 | 1686 | 0.0940 |
power groups by stage:
stage	combinational, mW	clock, mW	sequential (mW)
final	0.486	4.16	4.79
after CTS	0.491	4.26	4.79
after global routing	0.530	4.43	4.80
metrics by stage:
step	instances	area, um^2	power, mW
3_5_place_dp	10500	103000	5.37
6_report	10900	111000	9.44
4_1_cts	10900	111000	9.54
3_3_place_gp	10500	103000	5.37
5_1_grt	10900	111000	9.76
2_1_floorplan	6346	96200	5.22
Power and IR drop assume default switching activity.
