==> config.mk <==
export PLATFORM = sky130hd
export DESIGN_NAME = top
export DESIGN_NICKNAME = top
export VERILOG_FILES = /design/flow/design.v
export SDC_FILE = /design/flow/constraint.sdc
export NUM_CORES = 4
export LEC_CHECK = 1
export CORE_UTILIZATION = 40
export SYNTH_HDL_FRONTEND = slang
==> constraint.sdc <==
current_design top

set clk_period 11.8
set clk_io_pct 0.2

create_clock -name clk0 -period $clk_period [get_ports {clk}]

set non_clock_inputs [all_inputs -no_clocks]
set_input_delay [expr $clk_period * $clk_io_pct] -clock clk0 $non_clock_inputs
set_output_delay [expr $clk_period * $clk_io_pct] -clock clk0 [all_outputs]
==> design.v <==
module multiplier_unsigned #(
    parameter BITWIDTH_INPUT = 4
) (
    input clk,
    input rstn,
    input  [      BITWIDTH_INPUT - 1:0] a,
    input  [      BITWIDTH_INPUT - 1:0] b,
    output [(BITWIDTH_INPUT * 2) - 1:0] q
);
  generate
    if (BITWIDTH_INPUT > 2) begin : g_normal_mul
      reg [(BITWIDTH_INPUT * 2) - 1:0] q_buf;
      assign q = q_buf;
      wire [(BITWIDTH_INPUT / 2) - 1:0] a_h;
      wire [(BITWIDTH_INPUT / 2) - 1:0] a_l;
      wire [(BITWIDTH_INPUT / 2) - 1:0] b_h;
      wire [(BITWIDTH_INPUT / 2) - 1:0] b_l;
      assign a_h = a[BITWIDTH_INPUT-1:(BITWIDTH_INPUT/2)];
      assign a_l = a[(BITWIDTH_INPUT/2)-1:0];
      assign b_h = b[BITWIDTH_INPUT-1:(BITWIDTH_INPUT/2)];
      assign b_l = b[(BITWIDTH_INPUT/2)-1:0];
      wire [BITWIDTH_INPUT-1:0] q_bl_hh;
      multiplier_unsigned #(
          .BITWIDTH_INPUT(BITWIDTH_INPUT / 2)
      ) multiplier_unsigned_hh_inst (
          .clk (clk),
          .rstn(rstn),
          .a(a_h),
          .b(b_h),
          .q(q_bl_hh)
      );
      wire [BITWIDTH_INPUT-1:0] q_bl_hl;
      multiplier_unsigned #(
          .BITWIDTH_INPUT(BITWIDTH_INPUT / 2)
      ) multiplier_unsigned_hl_inst (
          .clk (clk),
          .rstn(rstn),
          .a(a_h),
          .b(b_l),
          .q(q_bl_hl)
      );
      wire [BITWIDTH_INPUT-1:0] q_bl_lh;
      multiplier_unsigned #(
          .BITWIDTH_INPUT(BITWIDTH_INPUT / 2)
      ) multiplier_unsigned_lh_inst (
          .clk (clk),
          .rstn(rstn),
          .a(a_l),
          .b(b_h),
          .q(q_bl_lh)
      );
      wire [BITWIDTH_INPUT-1:0] q_bl_ll;
      multiplier_unsigned #(
          .BITWIDTH_INPUT(BITWIDTH_INPUT / 2)
      ) multiplier_unsigned_ll_inst (
          .clk (clk),
          .rstn(rstn),
          .a(a_l),
          .b(b_l),
          .q(q_bl_ll)
      );
      reg [(BITWIDTH_INPUT * 2) - 1:0] q_buf_0;
      always @(posedge clk) begin
        if (!rstn) begin
          q_buf_0 <= {(2 * BITWIDTH_INPUT) {1'b0}};
        end else begin
          q_buf_0 <= {q_bl_hh, {(BITWIDTH_INPUT) {1'b0}}} + {q_bl_hl, {(BITWIDTH_INPUT / 2) {1'b0}}};
        end
      end
      reg [(BITWIDTH_INPUT * 2) - 1:0] q_buf_1;
      always @(posedge clk) begin
        if (!rstn) begin
          q_buf_1 <= {(2 * BITWIDTH_INPUT) {1'b0}};
        end else begin
          q_buf_1 <= {q_bl_lh, {(BITWIDTH_INPUT / 2) {1'b0}}} + q_bl_ll;
        end
      end
      always @(posedge clk) begin
        if (!rstn) begin
          q_buf <= {(2 * BITWIDTH_INPUT) {1'b0}};
        end else begin
          q_buf <= q_buf_0 + q_buf_1;
        end
      end
    end else begin : g_b2_mul
      multiplier_unsigned_b2 multiplier_unsigned_b2_inst (
          .clk (clk),
          .rstn(rstn),
          .a(a),
          .b(b),
          .q(q)
      );
    end
  endgenerate
endmodule
module multiplier_unsigned_b2 (
    input clk,
    input rstn,
    input      [1:0] a,
    input      [1:0] b,
    output reg [3:0] q
);
  wire [4:0] res_rom[0:15];
  assign res_rom[4'b0000] = 4'b0000;
  assign res_rom[4'b0001] = 4'b0000;
  assign res_rom[4'b0010] = 4'b0000;
  assign res_rom[4'b0011] = 4'b0000;
  assign res_rom[4'b0100] = 4'b0000;
  assign res_rom[4'b0101] = 4'b0001;
  assign res_rom[4'b0110] = 4'b0010;
  assign res_rom[4'b0111] = 4'b0011;
  assign res_rom[4'b1000] = 4'b0000;
  assign res_rom[4'b1001] = 4'b0010;
  assign res_rom[4'b1010] = 4'b0100;
  assign res_rom[4'b1011] = 4'b0110;
  assign res_rom[4'b1100] = 4'b0000;
  assign res_rom[4'b1101] = 4'b0011;
  assign res_rom[4'b1110] = 4'b0110;
  assign res_rom[4'b1111] = 4'b1001;
  always @(posedge clk) begin
    if (!rstn) begin
      q <= 4'b0;
    end else begin
      q <= res_rom[{a, b}];
    end
  end
endmodule
module top #(
    parameter MUL_BITWIDTH = 32
) (
    input clk,
    input rstn,
    input  [    MUL_BITWIDTH-1:0] a,
    input  [    MUL_BITWIDTH-1:0] b,
    output [(MUL_BITWIDTH*2)-1:0] p
);
  multiplier_unsigned #(
      .BITWIDTH_INPUT(MUL_BITWIDTH)
  ) multiplier_unsigned_inst (
      .clk (clk),
      .rstn(rstn),
      .a(a),
      .b(b),
      .q(p)
  );
endmodule
==> run.sh <==
#!/bin/bash
# OpenROAD 26Q1-2900-gdf79404cd8, Yosys 0.63+post, stock flow scripts
make -C /OpenROAD-flow-scripts/flow DESIGN_CONFIG=/design/flow/config.mk WORK_HOME=/design/flow/orfs finish
==> run notes <==
flow finished, numbers: outcome=finished, final reports clean, synth cell count leaders=dfxtp_1 (3,509), nor2_1 (1,792), ha_1 (1,061), inv_1 (1,033), and2_1 (1,006), port bufs=129, Fin. Hold Viols=0, Core Region=353,000 um2, DRT Pass-1 Iters=5, Clock Power Share=0.462, cells along the critical path=buf_8 > inv_8 > buf_12 > buf_4 > buf_4 > nor2_1 > a31o_2, gate count after technology mapping=14.7k, Min-Delay Path Depth=1, Initial Util=0.402, Leak=69.4 nW, slowest stage cell, crit path=buf_4, max_slew headroom=0.287, fmax=0.216 GHz, Sw Share=0.231, slowest stage delay, CP=0.69 ns, R2R setup slack=7.89 ns, crit path DRT=12.62 ns, Post-synth EDFFs=0, NetSw=6.01 mW, cell row count=218, final instance area=161,000 um2, total grt overflow=0, Flop area=70,200 um2, GRT Util Overall=0.217, P per Cell Area=162 nW/um2, WS Path Type=input port to flip-flop, most used flip-flop cell=dfxtp_1, Clock Skew=0.0401 ns, setup violators final=0, Max-Cap Viols=0, Mean Syn Cell Area=9.67 um2, total negative slack=0 ns, vias per cell=4.76, Remaining DRCs=0, synth-to-layout area growth=13.4%, crit-path max FO=116, Worst-Margin Slew=1.06 ns, routability cong.=0.902, Synth top area share=0.495, Die Width=597 um, hold buffers post-CTS=0, Hold Path Class=flip-flop to flip-flop, first-pass GRT wire length=559,000 um, OpenROAD warnings=38, Cell Type Count=72, Die Y=597 um, yosys stat chip area=142,000 um2, sequential share of the synthesized area=0.495, logic area=65,000 um2, CTS buffer count=365, unrepaired setup endpoints after global routing=no, most used standard cell by instance count after synthesis=dfxtp_1, IO Count=130, Critical Path Most Common Cell=buf_4, drt total wl=371,000 um, ys cells=14.7k, CTS tree=done, Clock transition at path regs=0.06 ns, combinational share of power=0.062, post-cts resize count=0, worst r2r path cells=11, CTS H-Tree Depth=5, Power Internal=20.0 mW, fillers=32.3k, pin count of the biggest net entering global routing=139, register share of total power=0.476, die area=357,000 um2, top cells, area=dfxtp_1 (50%), ha_1 (9.4%), nor2_1 (4.7%), and2_1 (4.4%), fa_1 (3.6%), clock buffer depth=4, crit path launch type=input port, layout cell share with drive strength beyond 1=0.0619, Detail Route Antenna Nets=0, Synth area leader=dfxtp_1, Setup crit end kind=flip-flop, clock latency (worst-skew pair)=0.93 ns, number of global-route vias before repair=90.5k, post-CTS setup buffers=0, Worst EP arrival=5.46 ns, number of antenna violations at the first check in global routing=34, dpl cell area=148,000 um2, fin crit share=0.393, ys async rst share=0, initial DRC count=5,074, Peak VDD IR=0.000123 V, Yosys warnings=0, max-slew violations=0, routed wire length per instance=18.8 um, Synth flops=3,509, post-route minimum period=4.64 ns, HPWL Detailed=248,000 um, DR vias=93.7k, Synth Cell Area=142,000 um2, CTS root buf=clkbuf_16, CTS Sinks=3,509
[per-stage QoR]
stage / cells / worst slack, ns / util / power [mW] / hold slack, ns
3_3_place_gp: 19000 / 6.21 / 0.420 / 14.3 / 0.413
5_1_grt: 19700 / 7.01 / 0.456 / 27.0 / 0.419
2_1_floorplan: 14700 / 7.92 / - / 13.6 / 0.412
6_report: 19700 / 7.16 / 0.456 / 26.0 / 0.417
3_5_place_dp: 19000 / 6.20 / 0.420 / 14.3 / 0.417
4_1_cts: 19700 / 7.22 / 0.456 / 26.3 / 0.411
[critical path, delay by kind of cell]
kind | cells | cell delay [ns]
buf+inv | 5 | 2.54
compound gates | 1 | 0.26
simple gates | 1 | 0.11
[layout by cell type (no fill, tap or decap), types with 22 or more instances in the layout]
cell / synthesis / layout
dfxtp_1: 3509 / 3509
and2_1: 1006 / 1006
o211ai_1: 267 / 267
ha_1: 1061 / 1053
a21oi_1: 891 / 891
a21boi_0: 47 / 47
o21a_1: 38 / 38
clkbuf_16: 0 / 371
or3_1: 60 / 60
clkdlybuf4s50_1: 0 / 101
xor2_1: 487 / 487
nand3_1: 163 / 158
o21bai_1: 84 / 84
buf_2: 0 / 27
bufinv_16: 0 / 40
inv_1: 1033 / 1032
clkinv_2: 0 / 58
nand2b_1: 94 / 94
nor2_1: 1792 / 1792
fa_1: 255 / 255
nor3_1: 243 / 243
buf_4: 2 / 244
xnor2_1: 417 / 417
clkbuf_1: 701 / 70
and3_1: 310 / 310
nor2b_1: 339 / 334
nand4_1: 22 / 22
clkbuf_8: 0 / 96
a21o_1: 243 / 243
nand2_1: 802 / 799
mux2i_1: 281 / 281
o21ai_0: 298 / 298
[routing by layer]
metal,GRT usage,wire (um),vias up,part of all wire
met4,0.0624,12800,10,0.034
met1,0.317,168000,43200,0.45
met5,0,72,-,0.00019
met3,0.0717,33400,640,0.090
li1,-,-,47600,-
met2,0.315,157000,2276,0.42
[layout make-up]
class / count / share of cell area
Clock buffer: 537 / 0.0676
Inverter: 1033 / 0.0242
Multi-Input combinational cell: 9379 / 0.404
Tap cell: 4730 / 0.0368
Clock inverter: 129 / 0.0116
Timing Repair Buffer: 377 / 0.0191
Sequential cell: 3509 / 0.437
Antenna cell: 10 / 0.000156
[logic make-up after synthesis]
kind of cell               count (synthesis)  synth area share
muxes                                    281            0.0198
xor gates and xnor gates                 904            0.0558
AOI/OAI and AO/OA                       1973            0.0840
and+or+nand+nor                         4905             0.168
adders and majority gates               1316             0.130
buffers and inverters                   1772            0.0470
DFF                                     3509             0.495
[power by group through the flow]
stage / sequential, mW / combinational [mW] / clock, mW
final: 12.4 / 1.61 / 12.0
after CTS: 12.4 / 1.61 / 12.3
after global routing: 12.4 / 1.77 / 12.8
[worst max path at each step]
| stage | start | end | slack, ns | cells past startpoint |
|---|---|---|---|---|
| finish | rstn | flip-flop | 7.16 | 7 |
| global route | rstn | flip-flop | 7.01 | 7 |
| CTS | rstn | flip-flop | 7.22 | 7 |
Power and IR drop assume default switching activity.
